## ./config.mk

```make
export PLATFORM = sky130hd
export DESIGN_NAME = datapath
export DESIGN_NICKNAME = datapath
export VERILOG_FILES = /design/flow/design.v
export SDC_FILE = /design/flow/constraint.sdc
export NUM_CORES = 4
export LEC_CHECK = 1
export CORE_UTILIZATION = 50
```

## ./constraint.sdc

```tcl
current_design datapath

set clk_period 26.5
set clk_io_pct 0.2

create_clock -name clk0 -period $clk_period [get_ports {clock}]

set non_clock_inputs [all_inputs -no_clocks]
set_input_delay [expr $clk_period * $clk_io_pct] -clock clk0 $non_clock_inputs
set_output_delay [expr $clk_period * $clk_io_pct] -clock clk0 [all_outputs]
```

## ./design.v

```verilog
module datapath (
    part,
    clock,
    value,
    positive,
    reset,
    counter,
    result
);
    input part;
    input clock;
    input [15:0] value;
    input positive;
    input reset;
    output [15:0] counter;
    output [15:0] result;
    wire [15:0] _65 = 16'b0000000000000000;
    wire [15:0] _64 = 16'b0000000000000000;
    wire _102;
    wire _100;
    wire _101;
    wire _103;
    wire [15:0] _104;
    wire _96;
    wire _92;
    wire _93;
    wire _90;
    wire _91;
    wire _94;
    wire _95;
    wire _97;
    wire [15:0] _98;
    wire _86;
    wire _84;
    wire _81;
    wire _82;
    wire _79;
    wire _80;
    wire _83;
    wire _85;
    wire _87;
    wire [15:0] _88;
    wire [41:0] _73 = 42'b000000000000000000000010100011110101110001;
    wire [25:0] _71 = 26'b00000000000000000000000000;
    wire [41:0] _72;
    wire [83:0] _74;
    wire [57:0] _75;
    wire [25:0] _70 = 26'b00000000000000000000000000;
    wire [83:0] _76;
    wire [15:0] _77;
    wire [15:0] _78;
    wire [15:0] _89;
    wire [15:0] _99;
    wire [15:0] _105;
    wire [15:0] _67 = 16'b0000000000000001;
    wire [15:0] _68;
    wire [15:0] _62 = 16'b0000000000000000;
    wire [15:0] _58 = 16'b0000000001100100;
    wire [41:0] _53 = 42'b000000000000000000000010100011110101110001;
    wire [25:0] _51 = 26'b00000000000000000000000000;
    wire [41:0] _52;
    wire [83:0] _54;
    wire [57:0] _55;
    wire [25:0] _50 = 26'b00000000000000000000000000;
    wire [83:0] _56;
    wire [15:0] _57;
    wire [31:0] _59;
    wire [15:0] _60;
    wire [15:0] _48 = 16'b0000000000110010;
    wire [15:0] _44 = 16'b0000000001100100;
    wire [41:0] _39 = 42'b000000000000000000000010100011110101110001;
    wire [25:0] _37 = 26'b00000000000000000000000000;
    wire [41:0] _38;
    wire [83:0] _40;
    wire [57:0] _41;
    wire [25:0] _36 = 26'b00000000000000000000000000;
    wire [83:0] _42;
    wire [15:0] _43;
    wire [31:0] _45;
    wire [15:0] _46;
    wire [15:0] _34;
    wire [15:0] _29 = 16'b0000000001100100;
    wire [41:0] _24 = 42'b000000000000000000000010100011110101110001;
    wire [25:0] _22 = 26'b00000000000000000000000000;
    wire [41:0] _23;
    wire [83:0] _25;
    wire [57:0] _26;
    wire [25:0] _21 = 26'b00000000000000000000000000;
    wire [83:0] _27;
    wire [15:0] _28;
    wire [31:0] _30;
    wire [15:0] _31;
    wire [15:0] _32;
    wire [15:0] _19 = 16'b0000000001100100;
    wire [15:0] _20;
    wire [15:0] _33;
    wire [15:0] _35;
    wire [15:0] _47;
    wire [15:0] _49;
    wire [15:0] _61;
    wire _63;
    wire [15:0] _69;
    wire _2;
    wire [15:0] _106;
    wire [15:0] _107;
    wire [15:0] _3;
    reg [15:0] _66;
    wire vdd = 1'b1;
    wire [15:0] _16 = 16'b0000000000000000;
    wire [15:0] _15 = 16'b0000000000000000;
    wire _6;
    wire [15:0] _137 = 16'b0000000000110010;
    wire [15:0] _133 = 16'b0000000001100100;
    wire [41:0] _128 = 42'b000000000000000000000010100011110101110001;
    wire [25:0] _126 = 26'b00000000000000000000000000;
    wire [41:0] _127;
    wire [83:0] _129;
    wire [57:0] _130;
    wire [25:0] _125 = 26'b00000000000000000000000000;
    wire [83:0] _131;
    wire [15:0] _132;
    wire [31:0] _134;
    wire [15:0] _135;
    wire [15:0] _123;
    wire [15:0] _118 = 16'b0000000001100100;
    wire [41:0] _113 = 42'b000000000000000000000010100011110101110001;
    wire [25:0] _111 = 26'b00000000000000000000000000;
    wire [41:0] _112;
    wire [83:0] _114;
    wire [57:0] _115;
    wire [25:0] _110 = 26'b00000000000000000000000000;
    wire [83:0] _116;
    wire [15:0] _117;
    wire [31:0] _119;
    wire [15:0] _120;
    wire [15:0] _8;
    wire [15:0] _121;
    wire [15:0] _108 = 16'b0000000001100100;
    wire [15:0] _109;
    wire [15:0] _122;
    wire _10;
    wire [15:0] _124;
    wire [15:0] _136;
    wire _12;
    wire [15:0] _138;
    wire [15:0] _13;
    reg [15:0] _18;
    assign _102 = _49 == _62;
    assign _100 = _18 == _62;
    assign _101 = ~ _100;
    assign _103 = _101 & _102;
    assign _104 = _103 ? _67 : _62;
    assign _96 = _49 < _18;
    assign _92 = _49 == _62;
    assign _93 = ~ _92;
    assign _90 = _18 == _62;
    assign _91 = ~ _90;
    assign _94 = _91 & _93;
    assign _95 = _94 & _10;
    assign _97 = _95 & _96;
    assign _98 = _97 ? _67 : _62;
    assign _86 = _18 < _49;
    assign _84 = ~ _10;
    assign _81 = _49 == _62;
    assign _82 = ~ _81;
    assign _79 = _18 == _62;
    assign _80 = ~ _79;
    assign _83 = _80 & _82;
    assign _85 = _83 & _84;
    assign _87 = _85 & _86;
    assign _88 = _87 ? _67 : _62;
    assign _72 = { _71, _8 };
    assign _74 = _72 * _73;
    assign _75 = _74[83:26];
    assign _76 = { _70, _75 };
    assign _77 = _76[15:0];
    assign _78 = _66 + _77;
    assign _89 = _78 + _88;
    assign _99 = _89 + _98;
    assign _105 = _99 + _104;
    assign _68 = _66 + _67;
    assign _52 = { _51, _49 };
    assign _54 = _52 * _53;
    assign _55 = _54[83:26];
    assign _56 = { _50, _55 };
    assign _57 = _56[15:0];
    assign _59 = _57 * _58;
    assign _60 = _59[15:0];
    assign _38 = { _37, _35 };
    assign _40 = _38 * _39;
    assign _41 = _40[83:26];
    assign _42 = { _36, _41 };
    assign _43 = _42[15:0];
    assign _45 = _43 * _44;
    assign _46 = _45[15:0];
    assign _34 = _18 + _32;
    assign _23 = { _22, _8 };
    assign _25 = _23 * _24;
    assign _26 = _25[83:26];
    assign _27 = { _21, _26 };
    assign _28 = _27[15:0];
    assign _30 = _28 * _29;
    assign _31 = _30[15:0];
    assign _32 = _8 - _31;
    assign _20 = _18 + _19;
    assign _33 = _20 - _32;
    assign _35 = _10 ? _34 : _33;
    assign _47 = _35 - _46;
    assign _49 = _12 ? _48 : _47;
    assign _61 = _49 - _60;
    assign _63 = _61 == _62;
    assign _69 = _63 ? _68 : _66;
    assign _2 = part;
    assign _106 = _2 ? _105 : _69;
    assign _107 = _12 ? _62 : _106;
    assign _3 = _107;
    always @(posedge _6) begin
        _66 <= _3;
    end
    assign _6 = clock;
    assign _127 = { _126, _124 };
    assign _129 = _127 * _128;
    assign _130 = _129[83:26];
    assign _131 = { _125, _130 };
    assign _132 = _131[15:0];
    assign _134 = _132 * _133;
    assign _135 = _134[15:0];
    assign _123 = _18 + _121;
    assign _112 = { _111, _8 };
    assign _114 = _112 * _113;
    assign _115 = _114[83:26];
    assign _116 = { _110, _115 };
    assign _117 = _116[15:0];
    assign _119 = _117 * _118;
    assign _120 = _119[15:0];
    assign _8 = value;
    assign _121 = _8 - _120;
    assign _109 = _18 + _108;
    assign _122 = _109 - _121;
    assign _10 = positive;
    assign _124 = _10 ? _123 : _122;
    assign _136 = _124 - _135;
    assign _12 = reset;
    assign _138 = _12 ? _137 : _136;
    assign _13 = _138;
    always @(posedge _6) begin
        _18 <= _13;
    end
    assign counter = _18;
    assign result = _66;
endmodule
```

## ./run.sh

```bash
#!/bin/bash
# OpenROAD 26Q1-2900-gdf79404cd8, Yosys 0.63+post, stock flow scripts
make -C /OpenROAD-flow-scripts/flow DESIGN_CONFIG=/design/flow/config.mk WORK_HOME=/design/flow/orfs finish
```

==> impl_metrics.xml <==
<?xml version="1.0" encoding="UTF-8"?>
<metrics>
  <group name="run_status">
    <metric name="status" unit="">finished, violations left</metric>
    <metric name="failed_checks" unit="">negative setup slack</metric>
  </group>
  <group name="global_route">
    <metric name="antenna_found_initial" unit="">0</metric>
    <metric name="wire_length_of_the_first_global_routing_pass" unit="mm">97.8</metric>
    <metric name="grt_overflow" unit="">0</metric>
    <metric name="grt_pass1_vias" unit="">19300</metric>
    <metric name="grt_use_total" unit="%">27.7</metric>
    <metric name="grt_start_max_net_pins" unit="">41</metric>
  </group>
  <group name="die">
    <metric name="fp_util" unit="%">51.1</metric>
    <metric name="floorplan.rows" unit="">77</metric>
    <metric name="chipArea" unit="µm²">46400</metric>
    <metric name="chipWidth" unit="µm">215</metric>
    <metric name="die.size.y" unit="µm">215</metric>
    <metric name="pin_count" unit="">52</metric>
    <metric name="core_area" unit="µm²">44500</metric>
  </group>
  <group name="timing">
    <metric name="setup-violations-final" unit="">16</metric>
    <metric name="fin_worst_hold_slack" unit="ps">484</metric>
    <metric name="finalSetupTns" unit="ps">-125790</metric>
    <metric name="setup_ws" unit="ps">-7960</metric>
    <metric name="period_used_share" unit="%">130</metric>
    <metric name="timing.fmax" unit="MHz">29.0</metric>
    <metric name="worstMarginPinSlew" unit="ps">599</metric>
    <metric name="finalWorstPathRequiredPeriod" unit="ps">34460</metric>
    <metric name="rsz0062_at_grt" unit="">true</metric>
    <metric name="timing.final.hold_violations" unit="">0</metric>
    <metric name="skew" unit="ps">11.3</metric>
    <metric name="timing.final.max_slew_violations" unit="">0</metric>
    <metric name="timing.slew.headroom" unit="%">60.0</metric>
  </group>
  <group name="detailed_routing">
    <metric name="count_of_antenna_violating_nets_left_after_detailed_routing" unit="">0</metric>
    <metric name="avgViaCountPerCell" unit="">5.06</metric>
    <metric name="initialDrtViolationCount" unit="">481</metric>
    <metric name="num_vias" unit="">18700</metric>
    <metric name="avgRoutedWirePerCell" unit="µm">15.8</metric>
    <metric name="route.antenna.diode_count" unit="">0</metric>
    <metric name="drt_pass1_iterations" unit="">5</metric>
    <metric name="routed_wirelength" unit="mm">58.4</metric>
    <metric name="drcViolationCount" unit="">0</metric>
  </group>
  <group name="clock_tree">
    <metric name="cts.sink_count" unit="">32</metric>
    <metric name="cts_root_buf" unit="">clkbuf_16</metric>
    <metric name="cts.htree.levels" unit="">2</metric>
    <metric name="cts_inserted_buffers" unit="">5</metric>
    <metric name="cts.reportedPaths.clkPinSlew" unit="ps">50</metric>
    <metric name="clk_latency" unit="ps">280</metric>
    <metric name="tritoncts_clock_tree" unit="">done</metric>
    <metric name="maximum_buffer_depth_of_the_clock_tree" unit="">2</metric>
  </group>
  <group name="layout">
    <metric name="logic_area" unit="µm²">20900</metric>
    <metric name="final_design_area_no_fill" unit="µm²">29700</metric>
    <metric name="layout.area.seq" unit="µm²">641</metric>
    <metric name="drive_gt1_share" unit="%">25.9</metric>
    <metric name="num-fill-cells" unit="">3492</metric>
    <metric name="final_core_utilization" unit="%">66.8</metric>
    <metric name="synthToLayoutAreaGrowth" unit="%">30.6</metric>
  </group>
  <group name="hold_path">
    <metric name="worst_hold_path_type" unit="">register to register</metric>
    <metric name="worstHoldStart" unit="">_66[15]$_SDFFE_PP0P_</metric>
    <metric name="worst_hold_path.num_cells" unit="">2</metric>
  </group>
  <group name="worst_setup_path">
    <metric name="cp_arrival" unit="ps">34610</metric>
    <metric name="timing.critical_path.fanout_max" unit="">5</metric>
    <metric name="worst_r2r_startpoint" unit="">_18[2]$_DFF_P_</metric>
    <metric name="critical-path-max-stage-delay" unit="ps">600</metric>
    <metric name="worst_reg_to_reg_cells" unit="">105</metric>
    <metric name="critical_path_buf_inv_count" unit="">24</metric>
    <metric name="crit_path_start" unit="">value[13]</metric>
    <metric name="timing.critical_path.slowest_stage_cell" unit="">fa_1</metric>
    <metric name="cp-end-kind" unit="">register</metric>
    <metric name="crit_required" unit="ps">26650</metric>
    <metric name="cell_class_contributing_the_biggest_share_of_worst_path_delay" unit="">adder cells</metric>
    <metric name="start_kind" unit="">primary input</metric>
    <metric name="crit_path_frequent_cell" unit="">fa_1</metric>
    <metric name="timing.critical_path.depth" unit="">132</metric>
    <metric name="worst-setup-path-type" unit="">primary input to register</metric>
  </group>
  <group name="job">
    <metric name="drv.max_cap_violation_count" unit="">0</metric>
    <metric name="openroad.warnings" unit="">65</metric>
  </group>
  <group name="yosys">
    <metric name="yosys.area.top_type_share" unit="%">34.7</metric>
    <metric name="post_synth_num_cell_types" unit="">80</metric>
    <metric name="synth-cells-yosys" unit="">2472</metric>
    <metric name="synth.cell_area" unit="µm²">22800</metric>
    <metric name="synthesis.area_per_instance" unit="µm²">9.21</metric>
    <metric name="most_frequent_cell_after_synthesis" unit="">ha_1</metric>
    <metric name="synth.area.top_cells" unit="">ha_1 35%, fa_1 28%, inv_1 10%</metric>
    <metric name="synth_warnings" unit="">1</metric>
    <metric name="postSynth.asyncResetShare" unit="%">0</metric>
    <metric name="synth-seq-area-share" unit="%">2.81</metric>
    <metric name="yosysChipArea" unit="µm²">22800</metric>
    <metric name="netlist.top_cell.by_area" unit="">ha_1</metric>
    <metric name="post_synth_top_cells" unit="">631 x ha_1, 613 x inv_1, 318 x fa_1</metric>
    <metric name="synthCells" unit="">2472</metric>
    <metric name="synth_top_flop_cell" unit="">dfxtp_1</metric>
    <metric name="edf_count" unit="">0</metric>
    <metric name="numSynthFlops" unit="">32</metric>
  </group>
  <group name="placement">
    <metric name="port_buffers" unit="">51</metric>
    <metric name="placed_area" unit="µm²">28300</metric>
    <metric name="gp_congestion" unit="">0.973</metric>
    <metric name="dp.final_hpwl" unit="mm">52.6</metric>
  </group>
</metrics>
==> final timing paths <==
| kind | end | slack (ps) |
|---|---|---|
| worst min-delay path | _66[15]$_SDFFE_PP0P_ | 480 |
| worst max register to register | _66[7]$_SDFFE_PP0P_ | 3650 |
| worst min register to register | _66[15]$_SDFFE_PP0P_ | 480 |
| worst max-delay path | _66[7]$_SDFFE_PP0P_ | -7960 |
==> registers in the layout (all words and copies together), names as in the netlist <==
register / cells
_18: 16
_66: 16
==> what timing repair did <==
action / CTS / global route
gates resized: 133 / 75
endpoints found under the setup margin: 16 / 16
pin swaps: 108 / 87
buffers inserted: 40 / 15
hold buffers: 0 / 0
==> placed cells by master, fill, tap and decap left out, drive strengths merged, types with 16 or more instances in the layout <==
cell           count
a21o              45
nor2              86
a21oi            111
nand2b            39
or3               16
fa               318
dfxtp             32
nand2             58
nand4             20
xnor2             87
xor2              27
o21ai             65
ha               631
o21bai            18
o21a              22
buf              599
clkdlybuf4s50     36
nor3              33
nand3             41
inv              613
==> layer usage <==
metal	global-route usage, %	routed length, µm
met3	4.43	2680
met1	41.7	27200
met4	3.05	789
met2	45.0	27700
met5	0	0
==> worst reg2reg max path, delay by kind of cell (launching register included) <==
family / cells / cell delay (ps)
AND-OR/OR-AND: 39 / 7050
buffers and inverters: 16 / 1260
AND/OR/NAND/NOR: 18 / 3380
flip-flops: 1 / 570
adder cells (fa/ha/maj): 24 / 9180
multiplexers: 1 / 270
XOR/XNOR: 7 / 1030
==> per-stage QoR <==
step	cells	setup slack [ps]
finish	3701	-7960
global placement	3638	-9050
floorplan	2472	-8090
CTS	3686	-7960
detailed placement	3638	-9240
global route	3701	-9430
==> kinds of logic (layout without fill, tap and decap cells) <==
family          count (synthesis)  count (layout)  synth area share [%]
compound gates                354             354                  10.2
xor+xnor                      116             116                  4.62
mux                            11              11                 0.522
simple gates                  382             382                  8.78
fa+ha+maj                     949             949                  62.7
buf+inv                       628            1265                  10.4
flops                          32              32                  2.81
==> layout make-up <==
class | instances | share of cell area, %
Inverter | 613 | 7.75
Multi-Input combinational cell | 1812 | 70.2
Timing Repair Buffer | 644 | 16.9
Sequential cell | 32 | 2.16
Tap cell | 592 | 2.49
Clock buffer | 8 | 0.492
